[/design/flow/config.mk]
export PLATFORM = sky130hd
export DESIGN_NAME = digital_display
export DESIGN_NICKNAME = digital_display
export VERILOG_FILES = /design/flow/design.v
export SDC_FILE = /design/flow/constraint.sdc
export NUM_CORES = 4
export LEC_CHECK = 1
export CORE_UTILIZATION = 30
[/design/flow/run.sh]
#!/bin/bash
# OpenROAD 26Q1-2900-gdf79404cd8, Yosys 0.63+post, stock flow scripts
make -C /OpenROAD-flow-scripts/flow DESIGN_CONFIG=/design/flow/config.mk WORK_HOME=/design/flow/orfs finish
[/design/flow/design.v]
`timescale 1ns / 1ps
module digital_display(
    input BTN,
	 input CLK,
    output [7:0] DISP1
    );
wire [31:0] N = 50000000;
reg [31:0] cnt;
reg [3:0] count=0;
reg [7:0] DISP2;
always @ (posedge CLK) begin
	if(cnt==N-1) begin
		cnt <= 0;
		case (count%16)
			0: DISP2=8'b11000000;	 
			1: DISP2=8'b11111001;	 
			2: DISP2=8'b10100100;	 
			3: DISP2=8'b10110000;	 
			4: DISP2=8'b10011001;	 
			5: DISP2=8'b10010010;	 
			6: DISP2=8'b10000010;	 
			7: DISP2=8'b11111000;	 
			8: DISP2=8'b10000000;	 
			9: DISP2=8'b10010000;	 
			10: DISP2=8'b00001000;	 
			11: DISP2=8'b00000000;	 
			12: DISP2=8'b01000110;	 
			13: DISP2=8'b01000000;	 
			14: DISP2=8'b00000110;	 
			15: DISP2=8'b00001110;	 
		endcase
		if (count == 15)
			count <= 0;
		else
			count <= count + 1;
	end
	else
		cnt <= cnt+1;
	if (BTN == 1)
		count <= 0;
end
assign DISP1 = DISP2;
endmodule
[/design/flow/constraint.sdc]
current_design digital_display

set clk_period 6.3
set clk_io_pct 0.2

create_clock -name clk0 -period $clk_period [get_ports {CLK}]

set non_clock_inputs [all_inputs -no_clocks]
set_input_delay [expr $clk_period * $clk_io_pct] -clock clk0 $non_clock_inputs
set_output_delay [expr $clk_period * $clk_io_pct] -clock clk0 [all_outputs]
==> notes.md <==
flow finished, numbers: Setup Skew about 7.4 ps, vias around 1,700, Arr. time, crit path between 2000 and 2500 ps, synthesized instance count around 230, Final Hold Fails 0, number of global-route vias before repair 1,606, remaining global-route overflow 0, worst-path cell chain inv_1 -> ha_1 -> nor2b_1 -> or4b_1 -> a211o_1 -> o21a_1, maximum clock frequency 423 MHz, Port Buf Inserts 9, largest area contributor in the netlist dfxtp_1, LEAKAGE between 0.0008 and 0.0009 uW, layout cells sized above 1 7.50%, last element of the critical path DISP2[2], PD cells 193 nW/um^2, Post-CTS Setup Bufs 0, fillers between 600 and 700, Reg-to-Reg End DISP2[2], GRT Overall Usage about 12%, Die ar. 7650 um^2, clock latency (worst-skew pair) between 200 and 300 ps, first drt pass iteration count 4, Slew Limit Fails 0, reg2reg start count[0], Logic area between 1000 and 1500 um^2, Final Critical Period roughly 2400 ps, area of the core 6940 um^2, Post-synth EDFFs 8, crit end category flop, unrepaired setup endpoints after global routing no, GP Congestion between 0.8 and 0.9, buffer and inverter count on the worst path 1, Synth Seq Share 43.8%, YS chip area roughly 2200 um^2, Final Power ~480 uW, Log Warnings 30, routed len/inst ~13 um, Max VDD drop between 0.09 and 0.1 mV, Die W 87.5 um, Setup violations, final 0, crit path max fanout 8, Max stage delay cell, worst path or4b_1, Worst slew margin approximately 46%, Cell Count, Final, Fillers Out between 300 and 400, IO Count 10, worst setup path startpoint count[0], Tcrit/Tclk final 37.6%, FP Util 31.6%, synth warn 1, clock sinks 44, CTS H-tree depth 2, die height ~87 um, critical path class reg2reg, ANT nets after route 0, setup TNS 0 ps, DRC violations left 0, initial antenna violation count 0, run status completed, DP HPWL 2.92 mm, CP max stage delay 510 ps, number of core rows 30, Ant. Diodes 0, Worst Tran Pin Value approximately 800 ps, worst hold path type reg2reg, critical path required time between 6000 and 7000 ps, post-CTS resize count 0, Top delay family on crit path simple AND/OR/NAND/NOR gates, vias per cell ~5, placed cell count around 330, hold-fix buffers at CTS 0, Mapped Area 2190 um^2, cell area after layout 2470 um^2, Clock Path Buffers 2, FF/Latch Area around 960 um^2, area share, top type between 30% and 40%, leading cell types by total area after synthesis dfxtp_1 33%, edfxtp_1 11%, xnor2_1 5.2%, count leader, synth dfxtp_1, Synth cell types 50, asr flop ratio synth 0%, largest net degree at the start of global routing 18, Primary FF master, synth dfxtp_1, Clock Tree Root clkbuf_8, yosys cell count 234, CTS tree built, Mapped Avg Cell Area about 9.4 um^2, MaxCap Viol Count 0, clk slew on worst S/H paths 80 ps, Worst R2R Setup Slack ~4000 ps, Critical Path Stages 6, final core occ 35.5%, Routed WL approximately 4.2 mm, top cells by count 36 x dfxtp_1, 14 x nor2_1, 13 x nand4_1, 13 x xnor2_1, 12 x nand2_1, TritonCTS buffer count 5, Worst R2R Path Depth 6, dpl cell area between 2000 and 2500 um^2, Layout area overhead 12.5%, global-route wire length before repair between 7 and 8 mm, Registers, synthesis ~44, Worst Setup Start Kind flop, 1st-iter DRT viols about 120
how the worst min path moves through the flow:
| stage | from | endpoint | cells past startpoint |
|---|---|---|---|
| final | cnt[31] | cnt[31] | 1 |
| after global routing | cnt[31] | cnt[31] | 1 |
| after CTS | cnt[31] | cnt[31] | 1 |
report_power, final:
part / switching [uW] / total [uW] / internal [uW]
Sequential: 0.000000000000249 / 285 / 285
Combinational: 0.932 / 1.73 / 0.797
Clock: 90.8 / 188 / 97.7
kinds of logic (layout without fill, tap and decap cells):
kind of cell	count (synthesis)	count (layout)	synth area share, %
flops	44	44	43.8
buf+inv	21	27	3.71
mux	3	3	1.43
compound gates	46	46	14.2
fa+ha+maj	7	7	4.00
xor+xnor	19	19	7.59
simple gates	94	94	25.2
layout by cell type, fill, tap and decap left out, drive strengths merged, types with 4 or more instances in the layout:
cell type      synthesis  routed
o31ai                  7       7
nor2                  14      14
o21ai                  5       5
and4                   5       5
xnor2                 13      13
edfxtp                 8       8
dfxtp                 36      36
a21oi                 12      12
nand2                 12      12
a31oi                  6       6
ha                     7       7
clkdlybuf4s50          0       9
nor3                   5       5
or4                    6       6
inv                    9       9
nand4                 14      14
nor4                   5       5
and3                   8       8
xor2                   6       6
nand3                 12      12
clkbuf                10       7
and2                   4       4
per-layer routing:
metal  vias up  wire (um)  GRT usage, %
met2        37       1780          18.6
met4         0         51          1.64
met5         -          0             0
met1       793       2210          19.7
met3         5        189          2.21
li1        894          -             -
layout make-up:
| class | count | share of cell area, % |
|---|---|---|
| clock buffer | 7 | 3.91 |
| inverter | 9 | 1.37 |
| timing repair buffer | 11 | 4.26 |
| sequential | 44 | 39.0 |
| tap | 96 | 4.87 |
| multi-input combinational | 169 | 46.6 |
sequential cells by signal (all words and copies together) (netlist names):
register,cells
DISP2,8
count,4
cnt,32
metrics by stage:
step	setup WS [ps]	hold WS (ps)
final	3930	472
after global placement	3870	452
after global routing	3780	488
after detailed placement	3900	455
after CTS	3940	471
after floorplan	4090	435
Power is estimated from default activity; no workload was simulated.
