`./config.mk`:
```
export PLATFORM = sky130hd
export DESIGN_NAME = binary2
export DESIGN_NICKNAME = binary2
export VERILOG_FILES = /design/flow/design.v
export SDC_FILE = /design/flow/constraint.sdc
export NUM_CORES = 4
export LEC_CHECK = 1
export CORE_AREA = 10 10 70 70
export DIE_AREA = 0 0 80 80
```
`./constraint.sdc`:
```
current_design binary2

set clk_period 1.0
set clk_io_pct 0.2

create_clock -name clk0 -period $clk_period

set non_clock_inputs [all_inputs -no_clocks]
set_input_delay [expr $clk_period * $clk_io_pct] -clock clk0 $non_clock_inputs
set_output_delay [expr $clk_period * $clk_io_pct] -clock clk0 [all_outputs]
```
`./design.v`:
```
`timescale 1ns / 1ps
module binary2(
    output [7:0] DISP1,
    output [3:0] AN,
    input [3:0] SW
    );
reg AN_tmp [3:0];
reg [7:0] DISP2;
always @ (*)
	begin
		if (SW==4'b0000)
			begin
			AN_tmp[0]=1;
			AN_tmp[1]=1;
			AN_tmp[2]=1;
			AN_tmp[3]=0;
			end
		else
			begin
			AN_tmp[0]=0;
			AN_tmp[1]=0;
			AN_tmp[2]=0;
			AN_tmp[3]=0;
			end
		case (SW)
			4'b0000: DISP2=8'b11000000;	 
			4'b0001: DISP2=8'b11111001;	 
			4'b0010: DISP2=8'b10100100;	 
			4'b0011: DISP2=8'b10110000;	 
			4'b0100: DISP2=8'b10011001;	 
			4'b0101: DISP2=8'b10010010;	 
			4'b0110: DISP2=8'b10000010;	 
			4'b0111: DISP2=8'b11111000;	 
			4'b1000: DISP2=8'b10000000;	 
			4'b1001: DISP2=8'b10010000;	 
			4'b1010: DISP2=8'b00001000;	 
			4'b1011: DISP2=8'b00000000;	 
			4'b1100: DISP2=8'b01000110;	 
			4'b1101: DISP2=8'b01000000;	 
			4'b1110: DISP2=8'b00000110;	 
			4'b1111: DISP2=8'b00001110;	 
		endcase
	end
assign AN[0]=AN_tmp[0];
assign AN[1]=AN_tmp[1];
assign AN[2]=AN_tmp[2];
assign AN[3]=AN_tmp[3];
assign DISP1=DISP2;
endmodule
```
`./run.sh`:
```
#!/bin/bash
# OpenROAD 26Q1-2900-gdf79404cd8, Yosys 0.63+post, stock flow scripts
make -C /OpenROAD-flow-scripts/flow DESIGN_CONFIG=/design/flow/config.mk WORK_HOME=/design/flow/orfs finish
```
==> run summary <==
Results of an implementation run.

The final reports fail on negative setup slack. The antenna diode instance count is 0. The synthesized netlist has a Yosys-reported chip area of 289 µm². In the layout the commonest cells are buf_6, buf_2, buf_4. The worst-path cell with the longest stage delay is mux4_2. The data required time reported for the critical path is 0.80 ns. The largest net degree at the start of global routing is 8. For this run, the slowest stage of the critical path takes 0.44 ns. The flow reports that combinational logic draws 100.0% of the design power. In this run the core area contains 21 standard-cell rows.

The peak ir drop on the vdd network is 0.0551 mV. The number of violations of the max-capacitance limit is 0. From synthesis to final layout, the design area changed by 142%.

The global placement routability congestion is 0.813. The quantity of I/O buffers inserted on ports is 15. The fraction of post-synthesis cell area in the top cell type by area is 26.0%.

The number of different library cells in the post-synthesis netlist is 20. Net switching is 38.3% of the power. The tally of nets with antenna violations remaining after routing is 0. The highest achievable clock rate is 718 MHz. The busiest layer in global routing is met2. Among the non-sequential cells, adder cells take the most area. The critical-path maximum fanout is 4. The number of top-level pins is 16. According to the floorplan report, the die height is 80 µm. The fraction of final layout cells sized beyond drive strength 1 is 79.4%. The critical path in the final layout is reported with a setup slack of -0.392 ns. The core area is 3420 µm². The sequential element share of the synthesized area is 0%. The fraction of met1 tracks used by global routing is 2.91%. Summing the areas of all xor and xnor instances in the mapped netlist gives 0% of the synthesized area. The total number of vias is 327. The worst setup path is of the primary input to output pin kind. The detailed placement HPWL is 729 µm. The largest area contributor in the synthesized netlist is ha_1.

The synth_stat.txt file lists the number of cells as 36. The initial antenna violation count is 0. Averaged over all synthesized cells, the footprint is 8.03 µm². The synthesis report lists the most area-consuming cells as ha_1, buf_4, mux4_2. STA classifies the critical path startpoint as a primary input. The stage-log warning count is 40. The first global-routing pass estimated 1550 µm of wire. Setup repair after global routing could not meet its margin everywhere. met3 track demand over resource after global routing is 0.682%.

The number of remaining DRC errors is 0. The synthesized netlist devotes 19.0% of its cell area to simple gates. The final global-route overflow total is 0.

The register area is 0 µm². For this configuration, the core starts out at a cell density of 8.46%. The via count of the first global-routing pass came to 355. The flow reports that sequential cells draw 0% of the design power.

STA classifies the critical path endpoint as an output pin. The total of clock buffers placed in the layout is 0. The routed design could run at a clock period as short as 1.39 ns. The net load switching power is 0.0940 mW. After layout, the design draws a total of 0.245 mW.

The die boundary width is 80 µm. The instance count of the mapped netlist is 36. Warnings reported by Yosys during synthesis add up to 2. The total wire length after detailed routing is 970 µm. The script logs the ratio of routed vias to standard cells as 3.00. The proportion of synthesized area in mux cells is 14.7%. The synthesized netlist devotes 18.2% of its cell area to compound gates. The leakage power of the design is 0.316 nW. In this run the critical path is formed by buf_12 > inv_8 > ha_4 > inv_2 > mux4_2 > buf_2. Data arrives at the worst endpoint at 1.19 ns.

Summing every instance area after synthesis gives 289 µm². The dominant logic cell type in the layout is buf_6. The synthesized-area fraction occupied by adder cells is 26.0%.

The first routing iteration left 8 violations. The type of the tightest min-delay check is primary input to output pin. The power report attributes to the clock group a share of 0%. The chip occupies 6400 µm². Buffers inserted to repair hold after CTS numbered 0. Global routing used 2.75% of the available tracks.

Pins over their slew limit in the final report were tallied at 0. The wire length per cell is 8.90 µm. The flow ran to the end, but the final reports show violations.

The final critical-path share of the clock period is 139%. The internal power of the cells totals 0.152 mW. The first detailed-routing pass took 2 iterations. Measured on the finished design, the core utilization comes to 20.5%. The final timing report lists a hold violation count of 0. The global-route met2 utilization is 5.54%.

According to the cell report, flip-flops and latches in the layout number 0. The total power divided by cell area is 350 nW/µm². The final setup violation count is 10.
-- power groups by stage --
stage	clock, mW	combinational (mW)	sequential, mW
CTS	0	0.232	0
global route	0	0.270	0
finish	0	0.245	0
-- area by class of cell --
class                      count  area, µm²
inverter                       3       31.3
multi-input combinational     27        320
tap                           46       57.6
timing repair buffer          33        292
fill                         368       2720
-- final timing paths --
check	slack, ns	cells after the start	to	startpoint
setup / recovery	-0.39	6	DISP1[3]	SW[1]
hold / removal	0.76	4	DISP1[7]	SW[1]
-- worst max-delay path, delay by kind of cell --
family                     cells  cell delay, ns
muxes                          1            0.44
buffers and inverters          4            0.30
adders and majority gates      1            0.25
-- timing repair --
| action | 4_1_cts | 5_1_grt |
|---|---|---|
| endpoints found under the setup margin | 11 | 10 |
| pin swaps | 9 | 4 |
| resized | 75 | 15 |
| setup buffers | 5 | 1 |
-- cells by family (layout without fill, tap and decap cells) --
kind of cell / Yosys count / after routing
AOI/OAI and AO/OA: 7 / 7
adders and majority gates: 6 / 6
buffers and inverters: 9 / 36
muxes: 3 / 3
other: 1 / 1
and+or+nand+nor: 10 / 10
-- through the flow --
stage / hold slack, ns / instance area, µm² / setup WS [ns] / setup TNS [ns] / cells
floorplan: 0.426 / 319 / -0.0847 / -0.0847 / 36
global placement: 1.47 / 583 / -1.20 / -11.16 / 105
detailed placement: 1.46 / 583 / -1.22 / -11.31 / 105
CTS: 0.770 / 671 / -0.466 / -3.25 / 110
global route: 0.788 / 701 / -0.413 / -2.34 / 109
finish: 0.755 / 701 / -0.392 / -1.98 / 109
-- routing by layer --
metal,vias up,routed length (µm),share of wire (%)
li1,172,-,-
met1,148,395,41
met2,7,503,52
met3,0,71,7.3
met4,0,0,0
met5,-,0,0
-- synthesized netlist by cell type --
library cell  n
a21oi_2       1
a22o_1        1
a31oi_1       1
and2_1        1
buf_4         5
buf_6         1
conb_1        1
ha_1          6
inv_1         3
mux2i_1       2
mux4_2        1
nand2_1       1
nand2b_1      3
nor2_1        2
nor2b_1       2
o21a_1        1
o21ai_0       1
o21ba_1       1
o22ai_1       1
or2_1         1
Power and IR drop assume default switching activity.
